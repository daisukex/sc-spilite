`design/flow/design.v`:
```
`timescale 1ps/1ps
package screg_pkg;
parameter DATA_WIDTH = 32;
typedef struct packed {
  logic [31:0] wadr;
  logic [9:0]  wtyp;
  logic [3:0]  wenb;
  logic [31:0] wdat;
  logic        wwat;
  logic        werr;
  logic [31:0] radr;
  logic [9:0]  rtyp;
  logic        renb;
  logic [31:0] rdat;
  logic        rwat;
  logic        rerr;
} sc_regbus_t;
typedef struct packed {
  logic [DATA_WIDTH-1:0] wr;       
  logic [DATA_WIDTH-1:0] w1s;      
  logic [DATA_WIDTH-1:0] w1c;      
  logic [DATA_WIDTH-1:0] fixed;    
} sc_reg_attr_t;
typedef struct packed {
  logic [31:0] addr;               
  logic [31:0] dmask;              
  logic [31:0] offset;             
  sc_reg_attr_t rattr;             
  logic [DATA_WIDTH-1:0] init;     
} sc_reg_desc_t;
typedef struct packed {
  logic [31:0] addr;               
  logic [31:0] dmask;              
  integer words;                   
} sc_mem_desc_t;
typedef struct packed {
  sc_reg_desc_t desc;              
  logic [DATA_WIDTH-1:0] data;     
  integer regid;                   
} sc_reg_entry_t;
typedef struct packed {
  logic [DATA_WIDTH-1:0] en;       
  integer regid;                   
  logic [DATA_WIDTH-1:0] data;     
} sc_reg_event_t;
function automatic integer get_idx;
  input sc_reg_desc_t rd;
  input integer regid;
begin
  return ((rd.addr + (regid * rd.offset)) >> $clog2(DATA_WIDTH/8));
end
endfunction
function automatic logic is_raddr_hit;
  input sc_reg_entry_t ety;
  input sc_regbus_t bus;
begin
  return (ety.desc.dmask != '0) &
          ((bus.radr & ety.desc.dmask) == ((ety.desc.addr + (ety.regid * ety.desc.offset)) & ety.desc.dmask));
end
endfunction
function automatic logic is_waddr_hit;
  input sc_reg_entry_t ety;
  input sc_regbus_t bus;
begin
  return (ety.desc.dmask != '0) &
          ((bus.wadr & ety.desc.dmask) == ((ety.desc.addr + (ety.regid * ety.desc.offset)) & ety.desc.dmask));
end
endfunction
function automatic logic [DATA_WIDTH-1:0] reg_mvote;
  input logic [2:0][DATA_WIDTH-1:0] data;
  integer i;
begin
  for (i=0; i<DATA_WIDTH; i++) begin
    case ({data[0][i], data[1][i], data[2][i]})
      3'b011: reg_mvote[i] = 1'b1;
      3'b101: reg_mvote[i] = 1'b1;
      3'b110: reg_mvote[i] = 1'b1;
      3'b111: reg_mvote[i] = 1'b1;
      default: reg_mvote[i] = 1'b0;
    endcase
  end
end
endfunction
function automatic logic [DATA_WIDTH-1:0] reg_reset;
  input sc_reg_entry_t ety;
  integer i;
begin
  reg_reset = ety.desc.init;
end
endfunction
function automatic logic [2:0][DATA_WIDTH-1:0] reg_reset_tmr;
  input sc_reg_entry_t ety;
begin
  reg_reset_tmr = '{default: reg_reset(ety)};
end
endfunction
function automatic logic [DATA_WIDTH-1:0] reg_write;
  input sc_reg_entry_t ety;
  input sc_regbus_t bus;
  integer i;
begin
  for (i=0; i<DATA_WIDTH; i++) begin
    if ((ety.desc.rattr.fixed[i] == 0) &
        (ety.desc.rattr.wr[i] | ety.desc.rattr.w1s[i] | ety.desc.rattr.w1c[i]))
      reg_write[i] = ety.data[i];
    else
      reg_write[i] = ety.desc.init[i];
  end
  if ((bus.wadr & ety.desc.dmask)
      == ((ety.desc.addr + (ety.regid * ety.desc.offset)) & ety.desc.dmask)) begin
    for (i=0; i<DATA_WIDTH; i++) begin
      if (bus.wenb[i/8]) begin
        if (ety.desc.rattr.wr[i])
          reg_write[i] = bus.wdat[i];
        else if (ety.desc.rattr.w1s[i] & bus.wdat[i])
          reg_write[i] = 1'b1;
        else if (ety.desc.rattr.w1c[i] & bus.wdat[i])
          reg_write[i] = 1'b0;
      end
    end
  end
end
endfunction
function automatic logic [2:0][DATA_WIDTH-1:0] reg_write_tmr;
  input sc_reg_entry_t ety;
  input sc_regbus_t bus;
begin
  reg_write_tmr = '{default: reg_write(ety, bus)};
end
endfunction
function automatic logic [DATA_WIDTH-1:0] reg_read;
  input sc_reg_entry_t ety;
  input sc_regbus_t bus;
begin
  if (is_raddr_hit(ety, bus))
    reg_read = ety.data;
  else
    reg_read = '0;
end
endfunction
function automatic logic get_reg_write_event;
  input sc_reg_entry_t ety;
  input sc_regbus_t bus;
  output sc_reg_event_t evt;
  integer i;
begin
  evt.en = '0;
  evt.regid = 0;
  evt.data = '0;
  if (is_waddr_hit(ety, bus)) begin
    for (i=0; i<DATA_WIDTH; i++) begin
      if (bus.wenb[i/8]) begin
        evt.en[i] = 1'b1;
        evt.data[i] = bus.wdat[i];
      end
    end
    evt.regid = ety.regid;
  end
  return (evt.en != '0);
end
endfunction
function automatic logic is_reg_write_event;
  input sc_reg_entry_t ety;
  input sc_regbus_t bus;
  sc_reg_event_t evt;
begin
  is_reg_write_event = get_reg_write_event(ety, bus, evt);
end
endfunction
function automatic logic is_valid_reg_write;
  input sc_reg_entry_t ety;
  input sc_regbus_t bus;
  output sc_reg_event_t evt;
begin
  is_valid_reg_write = get_reg_write_event(ety, bus, evt);
end
endfunction
function automatic logic is_valid_reg_write_match;
  input sc_reg_entry_t ety;
  input sc_regbus_t bus;
  input logic [DATA_WIDTH-1:0] mask;
  input logic [DATA_WIDTH-1:0] data;
  integer i;
begin
  if (is_waddr_hit(ety, bus)) begin
    for (i=0; i<DATA_WIDTH; i++) begin
      if (mask[i])
        if (!(bus.wenb[i/8] & (bus.wdat[i] == data[i])))
          return 0;
    end
    return 1;
  end
  return 0;
end
endfunction
function automatic logic get_reg_read_event;
  input sc_reg_entry_t ety;
  input sc_regbus_t bus;
  output sc_reg_event_t evt;
begin
  evt.en = '0;
  evt.regid = 0;
  evt.data = '0;
  if (is_raddr_hit(ety, bus)) begin
    if (bus.renb) begin
      evt.en = '1;
      evt.regid = ety.regid;
      evt.data = ety.data;
      return 1;
    end
  end
  return 0;
end
endfunction
function automatic logic is_reg_read_event;
  input sc_reg_entry_t ety;
  input sc_regbus_t bus;
  sc_reg_event_t evt;
begin
  is_reg_read_event = get_reg_read_event(ety, bus, evt);
end
endfunction
function automatic logic is_valid_reg_read;
  input sc_reg_entry_t ety;
  input sc_regbus_t bus;
  output sc_reg_event_t evt;
begin
  is_valid_reg_read = get_reg_read_event(ety, bus, evt);
end
endfunction
function automatic logic is_valid_mem_write;
  input sc_mem_desc_t md;
  input sc_regbus_t bus;
  output sc_reg_event_t evt;
  integer i, j;
begin
  evt.en = '0;
  evt.regid = 0;
  evt.data = '0;
  for (i=0; i<md.words; i++) begin
    if ((bus.wadr & md.dmask)
        == ((md.addr + (i * (DATA_WIDTH/8))) & md.dmask)) begin
      for (j=0; j<DATA_WIDTH; j++) begin
        if (bus.wenb[j/8]) begin
          evt.en[j] = 1'b1;
          evt.data[j] = bus.wdat[j];
        end
      end
      evt.regid = i;
    end
  end
  return (evt.en != '0);
end
endfunction
function automatic logic is_valid_mem_read;
  input sc_mem_desc_t md;
  input sc_regbus_t bus;
  output sc_reg_event_t evt;
  integer i;
begin
  evt.en = '0;
  evt.regid = 0;
  evt.data = '0;
  for (i=0; i<md.words; i++) begin
    if ((bus.radr & md.dmask)
        == ((md.addr + (i * (DATA_WIDTH/8))) & md.dmask)) begin
      if (bus.renb) begin
        evt.en = '1;
        evt.regid = i;
        return 1;
      end
    end
  end
  return 0;
end
endfunction
endpackage
module sc_spil_scd # (
  parameter NUM_CS = 32
) (
  input [4:0] CS_SEL,
  input CSB_IN,
  output reg [NUM_CS-1:0] CSB_OUT
);
always @ (*) begin
  CSB_OUT = {NUM_CS{1'b1}};
  CSB_OUT[CS_SEL] = CSB_IN;
end
endmodule
```
`design/flow/run.sh`:
```
#!/bin/bash
# OpenROAD 26Q1-2900-gdf79404cd8, Yosys 0.63+post, stock flow scripts
make -C /OpenROAD-flow-scripts/flow DESIGN_CONFIG=/design/flow/config.mk WORK_HOME=/design/flow/orfs finish
```
`design/flow/config.mk`:
```
export PLATFORM = sky130hd
export DESIGN_NAME = sc_spil_scd
export DESIGN_NICKNAME = sc_spil_scd
export VERILOG_FILES = /design/flow/design.v
export SDC_FILE = /design/flow/constraint.sdc
export NUM_CORES = 4
export LEC_CHECK = 1
export CORE_AREA = 10 10 70 70
export DIE_AREA = 0 0 80 80
export SYNTH_HDL_FRONTEND = slang
```
`design/flow/constraint.sdc`:
```
current_design sc_spil_scd

set clk_period 1.5
set clk_io_pct 0.2

create_clock -name clk0 -period $clk_period

set non_clock_inputs [all_inputs -no_clocks]
set_input_delay [expr $clk_period * $clk_io_pct] -clock clk0 $non_clock_inputs
set_output_delay [expr $clk_period * $clk_io_pct] -clock clk0 [all_outputs]
```
==> summary.rpt <==
LAYOUT
--------------------------------------------------------------------------------
Combined flip-flop and latch cell area                                     0 µm²
Commonest non-fill, non-tap cells in the layout                     31 x sky130_fd_sc_hd__nand2_1, 23 x sky130_fd_sc_hd__dlygate4sd2_1, 11 x sky130_fd_sc_hd__buf_4
Clk_buf instances                                                              0
Fraction of final layout cells with drive strength greater than 1          0.368
Syn-to-layout area delta                                                    213%
Count of filler cells inserted in the layout                                 384
Area occupied by multi-input gates                                       310 µm²
Final core utilization                                                     0.237
Most common logic cell in the routed design                         sky130_fd_sc_hd__nand2_1
Number of sequential storage elements                                          0
Final cell count without fillers                                             141

CRITICAL PATH
--------------------------------------------------------------------------------
Critical path data required time                                         1.20 ns
Worst Setup Path Type                                                  in -> out
Critical Path AT                                                         1.15 ns
Worst setup path end                                                 CSB_OUT[20]
CP startpoint                                                          CS_SEL[3]
Nature of the critical path startpoint                              primary input
Endpoint type of the worst setup path                               primary output
CP max FO                                                                      6

PLACEMENT
--------------------------------------------------------------------------------
GP Congestion                                                              0.723
Worst setup slack after placement                                      -0.673 ns
Post-DP HPWL                                                             1.35 mm
Port bufs                                                                     38
Cell count after placement                                                   135

STA
--------------------------------------------------------------------------------
Total count of max-transition violations in the final report                   0
Tmin final                                                               1.45 ns
Worst hold slack after final layout                                     0.983 ns
Actual slew at the worst max-slew pin                                   0.212 ns
Relative slew slack                                                        0.858
Worst Slack Setup Final                                                0.0503 ns
Final critical-path share of the clock period                              0.966
Number of hold violations in the final report                                  0
Final setup vio count                                                          0
Setup repair after global routing missed its margin                         true
Max frequency                                                          0.690 GHz

FLOORPLANNING
--------------------------------------------------------------------------------
Chip Width                                                                 80 µm
Die extent in y                                                            80 µm
Init Core Util                                                            0.0758
Row cnt                                                                       21
Total core area                                                      0.00342 mm²
Area of the die                                                      0.00640 mm²
Count of pins on the block boundary                                           38

YOSYS
--------------------------------------------------------------------------------
Chip area from the yosys synthesis statistics                            259 µm²
Yosys synthesis warning count                                                  0
Share of the yosys chip area belonging to registers                            0
Cells after Synth                                                             47
Combined area of all synthesized cells                                   259 µm²
Syn_area_per_cell                                                       5.51 µm²
Distinct cell type count after synthesis                                       9
Yosys stat cell total                                                         47

GLOBAL ROUTING
--------------------------------------------------------------------------------
Global-route usage over all layers                                        0.0466
Wire length of the first global-routing pass                             2.46 mm
Initial antenna violation count                                                0
Final global-route overflow total                                              0
Maximum number of pins on one net before global-route repair                   9
Via count of the first global-routing pass                                   461

POWER AND IR DROP
--------------------------------------------------------------------------------
P per Cell Area                                                       139 mW/mm²
IR Drop Worst-Case VDD                                                 0.0660 mV
Leakage                                                              0.000266 µW
Post-route total power                                                    113 µW

ROUTING
--------------------------------------------------------------------------------
Drt pass-1 iters                                                               2
Mean number of vias per cell                                                3.44
Tally of nets with antenna violations remaining after routing                  0
Violation tally from detailed-route iteration zero                             8
Detailed-route via count                                                     485
Number of remaining DRC errors                                                 0
Wire length per cell after detailed routing                              11.6 µm
Antenna cell count                                                             0
Total detailed-routing wirelength                                        1.64 mm

JOB
--------------------------------------------------------------------------------
Total tool warning count                                                      34
Number of maximum-capacitance constraint violations                            0

RUN STATUS
--------------------------------------------------------------------------------
Run status                                                             completed

WORST HOLD PATH
--------------------------------------------------------------------------------
Class of the tightest hold or removal check                            in -> out

cell families after synthesis:
| logic type | Yosys count | synth area share |
|---|---|---|
| AND/OR/NAND/NOR | 44 | 0.957 |
| buffers and inverters | 3 | 0.0435 |
report_power, final:
group          switching (µW)  leakage (µW)  total (µW)  internal (µW)
logic                    51.9      0.000266         113           60.8
clock network               0             0           0              0
registers                   0             0           0              0
total                    51.9      0.000266         113           60.8
through the flow:
step / TNS (ns) / instance area (µm²)
floorplan: 0 / 259
global placement: -18.38 / 738
detailed placement: -19.51 / 738
CTS: -0.000145 / 785
global route: -0.00438 / 810
finish: 0 / 810
cell type report:
cell class / count / share of cell area
repair buffers: 51 / 0.546
multi-input cells: 44 / 0.383
well taps: 46 / 0.0711
worst max-delay path, stage by stage:
cell and delay [ns]:
sky130_fd_sc_hd__buf_6 0.10, sky130_fd_sc_hd__buf_6 0.13, sky130_fd_sc_hd__and4bb_2 0.32, sky130_fd_sc_hd__nand2_1 0.06, sky130_fd_sc_hd__dlygate4sd2_1 0.25
layer usage:
metal  vias up  GRT usage  wire, µm
li1        253          -         -
met1       210     0.0501       652
met2        22     0.0891       745
met3         0     0.0170       237
met4         0          0         0
met5         -          0         0
Yosys cell counts:
master,n,area (µm²)
sky130_fd_sc_hd__and2_1,1,6.26
sky130_fd_sc_hd__and4b_1,1,10.0
sky130_fd_sc_hd__and4bb_1,3,37.5
sky130_fd_sc_hd__clkbuf_1,3,11.3
sky130_fd_sc_hd__nand2_1,32,120
sky130_fd_sc_hd__nor2_1,1,3.75
sky130_fd_sc_hd__nor2b_1,2,12.5
sky130_fd_sc_hd__nor4_2,1,12.5
sky130_fd_sc_hd__nor4b_2,3,45.0
what timing repair did:
action                     4_1_cts  5_1_grt
hold buffers                     0        0
resized                         92        6
pin swaps                       11        2
buffers inserted                 8        1
setup endpoints to repair       32       14
worst min path at each step:
stage / slack [ns] / start / endpoint / depth (start not counted)
6_report: 0.98 / CS_SEL[0] / CSB_OUT[18] / 4
4_1_cts: 0.99 / CS_SEL[0] / CSB_OUT[18] / 4
5_1_grt: 1.03 / CS_SEL[0] / CSB_OUT[18] / 4
Power figures rest on the tool's default switching activity, not on a simulated workload.
